==> design/flow/design.v <==
`timescale 1ns / 1ps
module Clock_Delay#(
parameter WIDTH = 32,
parameter NUM_CLOCK = 3
)(
output[WIDTH-1:0] out,
input[WIDTH-1:0] in,
input clk, rst_n, start
    );
wire[WIDTH-1:0] temp[NUM_CLOCK-1:0];
genvar i;
generate
	for(i=0; i<NUM_CLOCK; i=i+1) begin : delay_gen
		if(i==0) nbit_dff#(WIDTH) ff(temp[i],in,clk,rst_n,start);
		else nbit_dff#(WIDTH) ff(temp[i],temp[i-1],clk,rst_n,start);
	end
endgenerate
assign out = temp[NUM_CLOCK-1];
endmodule
module dff(q,d,clk,reset_n,en);
output q;
input d;
input clk,reset_n,en;
reg temp;
always@(posedge clk or negedge reset_n) begin
if(!reset_n) temp<=1'b0;
    else if(en) temp<=d;
         else temp<=temp;
end
assign q = temp;
endmodule
module line_buffer(out,in,clk,reset_n,en);
parameter IMG_WIDTH=28;
parameter DATA_WIDTH=32;
output[DATA_WIDTH-1:0] out;
input[DATA_WIDTH-1:0] in;
input clk,reset_n,en;
wire[DATA_WIDTH-1:0] temp[0:IMG_WIDTH-1];
genvar i;
generate
for(i=0; i<IMG_WIDTH; i=i+1) begin :gen_ff
	if(i==0) nbit_dff#(DATA_WIDTH) inst(temp[i], in, clk, reset_n,en);
	else nbit_dff#(DATA_WIDTH) inst(temp[i], temp[i-1], clk, reset_n,en);
end
endgenerate
assign out = temp[IMG_WIDTH-1];
endmodule
`timescale 1ns / 1ps
module nbit_dff#(
parameter WIDTH = 32
)(
output[WIDTH-1:0] q,
input[WIDTH-1:0] d,
input clk,reset_n,en
    );
genvar i;
generate
   for(i=0; i<WIDTH; i=i+1) begin :gen_nbit_dff
	   dff inst_dff(q[i], d[i], clk, reset_n, en);
	end
endgenerate
endmodule
`timescale 1ns / 1ps
module SLB_counter2(
    output out,
    input clk,
    input rst_n,
    input start
    );
reg count_reg;
always@(posedge clk or negedge rst_n) begin
    if(!rst_n) count_reg <= 1'b0;
    else if(start) count_reg <= ~count_reg;
         else count_reg <= count_reg;
end
assign out = count_reg&start;
endmodule
`timescale 1ns / 1ps
module single_line_buffer#(
	parameter DATA_WIDTH = 32,
	parameter WIDTH_IMG = 26
)(
	 output [DATA_WIDTH-1:0] out0,
    output [DATA_WIDTH-1:0] out1,
    output [DATA_WIDTH-1:0] out2,
    output [DATA_WIDTH-1:0] out3,
    input [DATA_WIDTH-1:0] data,
    input clk,
    input rst_n,
	 input en
    );
reg[4:0] num_count;
assign out3 = data;
nbit_dff#(DATA_WIDTH) dff0(out2, out3, clk, rst_n, en);
line_buffer#(WIDTH_IMG,DATA_WIDTH) LB(out1, out3, clk, rst_n, en);
nbit_dff#(DATA_WIDTH) dff1(out0, out1, clk, rst_n, en);
endmodule
module max_pooling(
   input clk, rst_n, enable,
	input [31:0] input1,
	input [31:0] input2,
	input [31:0] input3,
	input [31:0] input4,
   output  [31:0] output_pool,
	output done
    );
	parameter initialMax = 32'b0;
	reg [31:0] tempOutput = 32'b0;
	wire done_sub1, done_sub2, done_sub3;
	wire[31:0] input1_s1, input2_s1, input3_s1, input4_s1;
	wire[31:0] sub_in3_s2, sub_in2_s2;
	wire[31:0] sub_out1, sub_out2, sub_out3;
	wire[31:0] sub_in2, sub_in3, output1;
	wire sign1, sign2, sign3;
	Clock_Delay#(32, 1) sync1(input1_s1, input1, clk, rst_n, enable);
	Clock_Delay#(32, 1) sync2(input2_s1, input2, clk, rst_n, enable);
	assign {sign1, sub_out1} = input1_s1 - input2_s1;
	assign sub_in2 = sign1?input2_s1:input1_s1;
	Clock_Delay#(32, 1) sync3(input3_s1, input3, clk, rst_n, enable);
	Clock_Delay#(32, 1) sync4(input4_s1, input4, clk, rst_n, enable);
	assign {sign2, sub_out2} = input3_s1 - input4_s1;
	assign sub_in3 = sign2?input4_s1:input3_s1;
	Clock_Delay#(32, 1) sync5(sub_in3_s2, sub_in3, clk, rst_n, enable);
	Clock_Delay#(32, 1) sync6(sub_in2_s2, sub_in2, clk, rst_n, enable);
	assign {sign3, sub_out3} = sub_in2_s2 - sub_in3_s2;
	assign output1 = sign3?sub_in3_s2:sub_in2_s2;
	Clock_Delay#(32, 1) sync7(output_pool, output1, clk, rst_n, enable);
	Clock_Delay#(1, 4) sync8(done, 1'b1, clk, rst_n, enable);
endmodule
`timescale 1ns / 1ps
module pool_counter#(
	parameter WIDTH_IMG = 26
)(
    output out,
    input clk,
    input rst_n,
    input start
    );
reg[5:0] count_reg;
always@(posedge clk or negedge rst_n) begin
    if(!rst_n) count_reg <= 'd0;
    else if(start) if(count_reg != 0) count_reg <= count_reg-1'b1;
                   else count_reg <= WIDTH_IMG*2-1;
         else count_reg <= count_reg;
end
assign out = (count_reg>=WIDTH_IMG)?1'b1:1'b0;
endmodule
`timescale 1ns / 1ps
module pooling_Block#(
	parameter DATA_WIDTH = 32,
	parameter WIDTH_IMG = 26
)(
	 output done,
    output [DATA_WIDTH-1:0] out,
    input [DATA_WIDTH-1:0] data,
    input clk,
    input rst_n,
    input en
    );
wire[DATA_WIDTH-1:0] out_SLB0, out_SLB1, out_SLB2, out_SLB3;
wire SLB_count1_done, SLB_count2_done, en_LB, en_counter2;
wire done_pool, valid_pool, valid_pool2, valid_pool3;
assign out1 = out_SLB0;
assign out2 = out_SLB1;
assign out3 = out_SLB2;
assign out4 = out_SLB3;
single_line_buffer#(DATA_WIDTH, WIDTH_IMG) SLB(out_SLB0, out_SLB1, out_SLB2, out_SLB3, data, clk, rst_n, en);
reg[5:0] count;
always@(posedge clk or negedge rst_n) begin
    if(!rst_n) count <= 'd0;
    else
        if(en) 
            if(count!=WIDTH_IMG) count <= count+1'b1;
            else count <= count;
        else count <= count;
end
assign SLB_count1_done = (count==WIDTH_IMG)?en:1'b0;
SLB_counter2 SLB_count2(SLB_count2_done, clk, rst_n, SLB_count1_done);
max_pooling pool(clk, rst_n, 1'b1, out_SLB0, out_SLB1, out_SLB2, out_SLB3, out, done_pool);
pool_counter#(WIDTH_IMG) counter(valid_pool, clk, rst_n, SLB_count1_done);
Clock_Delay#(1, 3) delay_valid2(valid_pool3,SLB_count2_done, clk, rst_n, 1'b1);
Clock_Delay#(1, 3) delay_valid(valid_pool2, valid_pool, clk, rst_n, 1'b1);
assign done = valid_pool3&valid_pool2;
endmodule
==> design/flow/run.sh <==
#!/bin/bash
# OpenROAD 26Q1-2900-gdf79404cd8, Yosys 0.63+post, stock flow scripts
make -C /OpenROAD-flow-scripts/flow DESIGN_CONFIG=/design/flow/config.mk WORK_HOME=/design/flow/orfs finish
==> design/flow/config.mk <==
export PLATFORM = sky130hd
export DESIGN_NAME = pooling_Block
export DESIGN_NICKNAME = pooling_Block
export VERILOG_FILES = /design/flow/design.v
export SDC_FILE = /design/flow/constraint.sdc
export NUM_CORES = 4
export LEC_CHECK = 1
export CORE_UTILIZATION = 40
==> design/flow/constraint.sdc <==
current_design pooling_Block

set clk_period 8.5
set clk_io_pct 0.2

create_clock -name clk0 -period $clk_period [get_ports {clk}]

set non_clock_inputs [all_inputs -no_clocks]
set_input_delay [expr $clk_period * $clk_io_pct] -clock clk0 $non_clock_inputs
set_output_delay [expr $clk_period * $clk_io_pct] -clock clk0 [all_outputs]
==> results.ini <==
[sta]
rsz0062_at_grt=false
hold_viol=0
finalSetupTns_ns=0
setup_viol=0
period_used_pct=43.1
slew_violations=0
max_freq_ghz=0.273
tightest_slew_ns=0.868
relSlewSlack_pct=41.9
period_needed_ns=3.67
setup_slack_ns=4.83
skew_ns=0.0406

[worst_setup_path]
reg2regPathDepth=9
crit_arrival_ns=4.20
path_class=input port to flop
start_kind=input port
timing.critical_path.to_type=flop
crit_fanout=102
required_ns=9.03
r2r_slack_ns=5.04
cp-startpoint=en

[pwr]
combPwrFrac_pct=19.5
ir_drop_v=0.000271
p_clk_share_pct=29.4
net-switching-power_w=0.00423
swShare_pct=25.9
power_density_nw_per_um2=344
p_total_w=0.0163
p_leak_nw=21.5
internal-power_w=0.0121
p_seq_share_pct=51.1

[cts]
post-cts-setup-buffers=0
cts_made_buffers=110
path_clk_slew_ns=0.06
cts_tree=yes
cts.sinks=1107
clk_path_buf_depth=3
htreeDepth=3
cts_root_buf=clkbuf_16
cts-resized-gates=0
cts_hold_buf=0
clock_latency_ns=0.69

[synth]
ys_cells=2584
async_reset_ff_share_pct=100
syn_inst=2584
edf_count=0
syn-cell-area_um2=41800
postSynthSeqShare_pct=66.2
syn_area_per_cell_um2=16.2
ys_chip_area_um2=41800
ys_seq_elements=1107
ys_types=45
flop_cell=dfrtp_1
ys_warn_count=13

[global_route]
grt_max_degree=135
grt_pass1_wl_um=111000
grt_pass1_vias=20900
antenna_found_initial=0
overflow=0
grt.total_usage_pct=13.3

[cells_and_area]
drive_above_1_share_pct=42.4
area_growth_pct=13.6
stdcell_area_um2=47500
largest_reg_flops=804
top_register=SLB.LB.gen_ff.genblk1.inst.gen_nbit_dff.inst_dff.temp

[job]
tool_warnings=41
drv_cap=0

[worst_hold_path]
whs_path_depth=0
hold_class=flop to flop
hp-start=SLB.dff1.gen_nbit_dff[3].inst_dff.temp

[floorplanning]
chip_area_um2=106000
ios=68
die_w_um=325
design.core.area_um2=104000
die_h_um=325
rows=118
fp-utilization_pct=40.4

[drt]
drtAntennaViolNets=0
via_count=19700
drc=0
n_antenna_cell=0
first_pass_iters=4
wl_um=64500
vias_per_cell=4.78
first_iter_violations=956
wl_per_cell_um=15.7

[place]
gp_congestion=0.830
hpwlAfterDp_um=40100
placed_area_um2=43900
dpl_worst_slack_ns=4.17
portBuffers=67

[outcome]
outcome=completed

==> cell usage after synthesis (all sizes together), types with 4 or more instances <==
cell type     n  area share (%)
nand2        30            0.27
clkbuf       90            0.81
xnor2         6            0.13
dfrtp      1107              66
inv          99            0.89
a21o          4           0.072
nor2         15            0.13
o211ai        4           0.072
nand3         6           0.072
buf          48            0.79
a31oi         4           0.060
ha           98             2.9
nand4        15            0.22
a21oi        35            0.42
xor2          4           0.084
nor3          5           0.060
o21ai        16            0.19
and4          5            0.10
mux2        960              26
==> final cells by class <==
type                            count  area (um2)
Sequential cell                  1107       27700
Multi-Input combinational cell   1240       13100
Tap cell                         1380        1730
Fill cell                        8688       56100
Clock buffer                      159        3170
Timing Repair Buffer               97         968
Clock inverter                     35         490
Inverter                           99         372
==> worst max-delay path, cell delays in order <==
cell	delay, ns
buf_8	0.45
buf_4	0.63
buf_4	0.75
mux2_2	0.41
==> worst max path at each step <==
| stage | to | cells after the start | slack [ns] |
|---|---|---|---|
| after global routing | flop | 4 | 4.67 |
| after CTS | flop | 4 | 4.89 |
| final | flop | 4 | 4.83 |
==> kinds of logic after synthesis <==
logic type      synth area share (%)
fa+ha+maj                       2.93
buf+inv                         2.48
simple gates                    1.14
compound gates                  1.19
xor+xnor                       0.209
flops                           66.2
mux                             25.8
==> power by group through the flow <==
stage / registers (W) / clock network [W] / logic, W
finish: 0.00836 / 0.00480 / 0.00318
global route: 0.00867 / 0.00517 / 0.00355
CTS: 0.00840 / 0.00497 / 0.00325
==> layout by cell type (no fill, tap or decap), drive strengths merged, types with 4 or more instances in the layout <==
cell type / instances
a21o: 4
nor2: 15
a31oi: 4
nand4: 15
ha: 98
clkinv: 19
a21oi: 35
o211ai: 4
nand3: 6
clkinvlp: 4
dfrtp: 1107
xor2: 4
xnor2: 6
and4: 5
inv: 103
mux2: 960
nand2: 30
clkbuf: 159
o21ai: 16
nor3: 5
buf: 32
clkdlybuf4s50: 65
bufinv: 8
==> through the flow <==
stage / hold slack (ns) / util [%] / instances
after global routing: 0.353 / 45.9 / 4117
after floorplan: 0.331 / - / 2584
final: 0.340 / 45.9 / 4117
after detailed placement: 0.335 / 42.3 / 3923
after CTS: 0.337 / 45.9 / 4117
after global placement: 0.335 / 42.3 / 3923
==> layer usage <==
metal / wire, um / GRT usage, % / vias up
met2: 29300 / 19.3 / 259
met1: 29800 / 21.2 / 10100
met3: 3510 / 3.50 / 129
met5: 0 / 0 / -
li1: - / - / 9202
met4: 1920 / 3.26 / 0
Power and IR drop assume default switching activity.
